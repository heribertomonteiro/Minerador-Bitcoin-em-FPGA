[run.sh]
#!/bin/bash
# OpenROAD 26Q1-2900-gdf79404cd8, Yosys 0.63+post, stock flow scripts
make -C /OpenROAD-flow-scripts/flow DESIGN_CONFIG=/design/flow/config.mk WORK_HOME=/design/flow/orfs finish
[config.mk]
export PLATFORM = sky130hd
export DESIGN_NAME = sha256_miner
export DESIGN_NICKNAME = sha256_miner
export VERILOG_FILES = /design/flow/design.v
export SDC_FILE = /design/flow/constraint.sdc
export NUM_CORES = 4
export LEC_CHECK = 1
export CORE_UTILIZATION = 50
[constraint.sdc]
current_design sha256_miner

set clk_period 167.8
set clk_io_pct 0.2

create_clock -name clk0 -period $clk_period [get_ports {clk}]

set non_clock_inputs [all_inputs -no_clocks]
set_input_delay [expr $clk_period * $clk_io_pct] -clock clk0 $non_clock_inputs
set_output_delay [expr $clk_period * $clk_io_pct] -clock clk0 [all_outputs]
[design.v]
module sha256_core (
    input  logic         clk,
    input  logic         rst,
    input  logic         start,
    input  logic [511:0] block,
    output logic         done,
    output logic [255:0] hash,
    input  logic         use_iv,       
    input  logic [255:0] iv_in         
);
    typedef enum logic [2:0] {
        IDLE, LOAD, INIT, ROUND, FINAL, DONE_STATE
    } state_t;
    state_t state, next_state;
    logic [5:0] round;
    logic [31:0] a,b,c,d,e,f,g,h;
    logic [31:0] iv_a,iv_b,iv_c,iv_d,iv_e,iv_f,iv_g,iv_h;
    logic [31:0] W [0:63];
    logic [31:0] T1, T2;
    logic [31:0] Wt;    
    logic [31:0] K [0:63];
    integer ki;
    initial begin
        K[ 0] = 32'h428a2f98; K[ 1] = 32'h71374491;
        K[ 2] = 32'hb5c0fbcf; K[ 3] = 32'he9b5dba5;
        K[ 4] = 32'h3956c25b; K[ 5] = 32'h59f111f1;
        K[ 6] = 32'h923f82a4; K[ 7] = 32'hab1c5ed5;
        K[ 8] = 32'hd807aa98; K[ 9] = 32'h12835b01;
        K[10] = 32'h243185be; K[11] = 32'h550c7dc3;
        K[12] = 32'h72be5d74; K[13] = 32'h80deb1fe;
        K[14] = 32'h9bdc06a7; K[15] = 32'hc19bf174;
        K[16] = 32'he49b69c1; K[17] = 32'hefbe4786;
        K[18] = 32'h0fc19dc6; K[19] = 32'h240ca1cc;
        K[20] = 32'h2de92c6f; K[21] = 32'h4a7484aa;
        K[22] = 32'h5cb0a9dc; K[23] = 32'h76f988da;
        K[24] = 32'h983e5152; K[25] = 32'ha831c66d;
        K[26] = 32'hb00327c8; K[27] = 32'hbf597fc7;
        K[28] = 32'hc6e00bf3; K[29] = 32'hd5a79147;
        K[30] = 32'h06ca6351; K[31] = 32'h14292967;
        K[32] = 32'h27b70a85; K[33] = 32'h2e1b2138;
        K[34] = 32'h4d2c6dfc; K[35] = 32'h53380d13;
        K[36] = 32'h650a7354; K[37] = 32'h766a0abb;
        K[38] = 32'h81c2c92e; K[39] = 32'h92722c85;
        K[40] = 32'ha2bfe8a1; K[41] = 32'ha81a664b;
        K[42] = 32'hc24b8b70; K[43] = 32'hc76c51a3;
        K[44] = 32'hd192e819; K[45] = 32'hd6990624;
        K[46] = 32'hf40e3585; K[47] = 32'h106aa070;
        K[48] = 32'h19a4c116; K[49] = 32'h1e376c08;
        K[50] = 32'h2748774c; K[51] = 32'h34b0bcb5;
        K[52] = 32'h391c0cb3; K[53] = 32'h4ed8aa4a;
        K[54] = 32'h5b9cca4f; K[55] = 32'h682e6ff3;
        K[56] = 32'h748f82ee; K[57] = 32'h78a5636f;
        K[58] = 32'h84c87814; K[59] = 32'h8cc70208;
        K[60] = 32'h90befffa; K[61] = 32'ha4506ceb;
        K[62] = 32'hbef9a3f7; K[63] = 32'hc67178f2;
    end
    function automatic logic [31:0] ROTR(input logic [31:0] x, input int n);
        ROTR = (x >> n) | (x << (32-n));
    endfunction
    function automatic logic [31:0] Ch (input logic [31:0] x,y,z);
        Ch = (x & y) ^ (~x & z);
    endfunction
    function automatic logic [31:0] Maj(input logic [31:0] x,y,z);
        Maj = (x & y) ^ (x & z) ^ (y & z);
    endfunction
    function automatic logic [31:0] SIG0(input logic [31:0] x);
        SIG0 = ROTR(x,2) ^ ROTR(x,13) ^ ROTR(x,22);
    endfunction
    function automatic logic [31:0] SIG1(input logic [31:0] x);
        SIG1 = ROTR(x,6) ^ ROTR(x,11) ^ ROTR(x,25);
    endfunction
    function automatic logic [31:0] sig0(input logic [31:0] x);
        sig0 = ROTR(x,7) ^ ROTR(x,18) ^ (x >> 3);
    endfunction
    function automatic logic [31:0] sig1(input logic [31:0] x);
        sig1 = ROTR(x,17) ^ ROTR(x,19) ^ (x >> 10);
    endfunction
    always_ff @(posedge clk or posedge rst) begin
        if (rst) begin
            state <= IDLE;
            round <= 0;
            done  <= 0;
            iv_a  <= 32'd0; iv_b <= 32'd0; iv_c <= 32'd0; iv_d <= 32'd0;
            iv_e  <= 32'd0; iv_f <= 32'd0; iv_g <= 32'd0; iv_h <= 32'd0;
        end else begin
            state <= next_state;
            if (state == ROUND)
                round <= round + 1;
            else
                round <= 0;
            done <= (state == DONE_STATE);
        end
    end
    always_comb begin
        next_state = state;
        case (state)
            IDLE:       if (start) next_state = LOAD;
            LOAD:       next_state = INIT;
            INIT:       next_state = ROUND;
            ROUND:      if (round == 63) next_state = FINAL;
            FINAL:      next_state = DONE_STATE;
            DONE_STATE: if (!start) next_state = IDLE;
        endcase
    end
    integer i;
    always_comb begin
        if (round < 16)
            Wt = W[round];
        else
            Wt = sig1(W[round-2]) + W[round-7]
               + sig0(W[round-15]) + W[round-16];
    end
    always_ff @(posedge clk) begin
        case (state)
            LOAD: begin
                for (i = 0; i < 16; i++)
                    W[i] <= block[511 - i*32 -: 32];
                for (i = 16; i < 64; i++)
                    W[i] <= 0;
            end
            INIT: begin
                if (use_iv) begin
                    {a,b,c,d,e,f,g,h}   <= iv_in;
                    {iv_a,iv_b,iv_c,iv_d,
                     iv_e,iv_f,iv_g,iv_h} <= iv_in;
                end else begin
                    a <= 32'h6a09e667; b <= 32'hbb67ae85;
                    c <= 32'h3c6ef372; d <= 32'ha54ff53a;
                    e <= 32'h510e527f; f <= 32'h9b05688c;
                    g <= 32'h1f83d9ab; h <= 32'h5be0cd19;
                    iv_a <= 32'h6a09e667; iv_b <= 32'hbb67ae85;
                    iv_c <= 32'h3c6ef372; iv_d <= 32'ha54ff53a;
                    iv_e <= 32'h510e527f; iv_f <= 32'h9b05688c;
                    iv_g <= 32'h1f83d9ab; iv_h <= 32'h5be0cd19;
                end
            end
            ROUND: begin
                if (round >= 16)
                    W[round] <= Wt;
                T1 = h + SIG1(e) + Ch(e,f,g) + K[round] + Wt;
                T2 = SIG0(a) + Maj(a,b,c);
                h <= g; g <= f; f <= e;
                e <= d + T1;
                d <= c; c <= b; b <= a;
                a <= T1 + T2;
            end
            FINAL: begin
                hash <= {
                    a + iv_a, b + iv_b,
                    c + iv_c, d + iv_d,
                    e + iv_e, f + iv_f,
                    g + iv_g, h + iv_h
                };
            end
        endcase
    end
endmodule
`timescale 1ns/1ps
module sha256_miner (
    input  logic         clk,
    input  logic         rst,
    input  logic         start,        
    input  logic [511:0] base_block,   
    input  logic [255:0] target,       
    output logic         busy,         
    output logic         found,        
    output logic [31:0]  found_nonce,  
    output logic [255:0] found_hash    
);
    logic         core_start;
    logic         core_done;
    logic [511:0] core_block;
    logic [255:0] core_hash;
    assign core_block = {base_block[511:32], nonce};
    sha256_core u_core (
        .clk   (clk),
        .rst   (rst),
        .start (core_start),
        .block (core_block),
        .done  (core_done),
        .hash  (core_hash),
        .use_iv(1'b0),
        .iv_in (256'd0)
    );
    typedef enum logic [1:0] {
        M_IDLE,
        M_START_CORE,
        M_WAIT_DONE,
        M_CHECK
    } m_state_t;
    m_state_t state, next_state;
    logic [31:0] nonce;
    always_ff @(posedge clk or posedge rst) begin
        if (rst) begin
            state       <= M_IDLE;
            nonce       <= 32'd0;
            busy        <= 1'b0;
            found       <= 1'b0;
            found_nonce <= 32'd0;
            found_hash  <= 256'd0;
        end else begin
            state <= next_state;
            case (state)
                M_IDLE: begin
                    if (start) begin
                        nonce <= 32'd0;
                        busy  <= 1'b1;
                        found <= 1'b0;  
                    end
                end
                M_WAIT_DONE: begin
                end
                M_CHECK: begin
                    if (core_hash <= target) begin
                        busy        <= 1'b0;
                        found       <= 1'b1;
                        found_nonce <= nonce;
                        found_hash  <= core_hash;
                    end else begin
                        nonce <= nonce + 32'd1;
                    end
                end
                default: ;
            endcase
        end
    end
    always_comb begin
        next_state = state;
        core_start = 1'b0;
        case (state)
            M_IDLE: begin
                if (start)
                    next_state = M_START_CORE;
            end
            M_START_CORE: begin
                core_start = 1'b1;
                next_state = M_WAIT_DONE;
            end
            M_WAIT_DONE: begin
                if (core_done)
                    next_state = M_CHECK;
            end
            M_CHECK: begin
                if (core_hash <= target)
                    next_state = M_IDLE;
                else
                    next_state = M_START_CORE;
            end
            default: next_state = M_IDLE;
        endcase
    end
endmodule
==> flow_summary.json <==
{
  "synthArstFlopShare_pct": 11.7,
  "fin_hold_ws_ps": 403,
  "utilization_pct": 57.6,
  "fin_cells": 19854,
  "worstPathCellList": "clkdlybuf4s50_1, inv_1, ha_1, and3_1, nand4_1, or3_1, nand3b_1, nor3_1, and4_1, and4_1, nand3_1, o31ai_2, buf_4, and3_4, buf_4, buf_4, buf_4, buf_4, mux2_2",
  "hpwlAfterDp_um": 601000,
  "tightest_slew_ps": 1170,
  "hp-class": "reg -> reg",
  "synth_cells": 13776,
  "hold_viol_final": 0,
  "syn_avg_cell_area_um2": 13.9,
  "grt_start_max_net_pins": 111,
  "rr_worst_depth": 51,
  "path_buffers": 7,
  "switchingPower_mw": 0.339,
  "critPathRequiredTime_ps": 168690,
  "fp-utilization_pct": 50.2,
  "fp.dieH_um": 622,
  "yosys.area.top_type_share_pct": 40.0,
  "cts-root-buf": "clkbuf_16",
  "ant_nets": 0,
  "post-place-ws_ps": 125970,
  "num_vias": 140525,
  "r2r-start": "u_core.round[2]$_DFF_PP0_",
  "drv_cap": 0,
  "die_w_um": 622,
  "cts_buffer_depth": 4,
  "ys_seq_share_pct": 44.4,
  "final_cell_area_um2": 220000,
  "power.density_nw_per_um2": 7.14,
  "track_usage_pct": 49.5,
  "syn_area_um2": 192000,
  "vias_per_cell": 7.08,
  "setup_ws_ps": 126920,
  "drt_pass1_iterations": 6,
  "area_growth_syn_to_layout_pct": 14.7,
  "crit_path_end_kind": "flop",
  "slew_headroom_pct": 22.0,
  "edf_count": 2560,
  "grt_pass1_wl_um": 1180000,
  "wl_per_cell_um": 43.3,
  "slowest_delay_ps": 730,
  "flop_cell": "edfxtp_1",
  "crit_family": "simple AND/OR/NAND/NOR gates",
  "insertion_delay_ps": 1040,
  "hold_end": "u_core.done$_DFF_PP0_",
  "gp_congestion": 1.07,
  "cts_tree": "done",
  "drc": 0,
  "core_region_area_um2": 382000,
  "slew_viol_final": 0,
  "drt-total-wl_um": 860000,
  "port_buffers": 1028,
  "fp-row-count": 227,
  "swShare_pct": 21.5,
  "fmax_ghz": 0.0245,
  "numCtsBuffers": 336,
  "arrival_ps": 41780,
  "fin_worst_skew_ps": 75.7,
  "h-tree-depth": 5,
  "area_leaders": "edfxtp_1 40%, mux4_2 30%, dfrtp_1 4.4%",
  "synth_flops": 2899,
  "rsz0062_at_grt": "no",
  "p_leak_nw": 68.4,
  "io_pins": 1061,
  "die_area_um2": 387000,
  "worstSetupPathType": "in -> reg",
  "cts_resized": 0,
  "power_mw": 1.57,
  "yosysTopAreaCell": "edfxtp_1",
  "ys_cells": 13776,
  "warning_count": 90,
  "cpMaxStageDelayCell": "buf_4",
  "r2r_end": "u_core.a[31]$_SDFFCE_PN0P_",
  "ys_warn_count": 514,
  "antenna_found_initial": 139,
  "yosys_area_um2": 192000,
  "p_clk_share_pct": 48.1,
  "clk_pin_slew_ps": 60,
  "drive_gt1_share_pct": 28.5,
  "pwr-share-comb_pct": 2.5,
  "start_kind": "input pin",
  "dp.cells": 19133,
  "seqPwrFrac_pct": 49.4,
  "fin_tns_setup_ps": 0,
  "cts_sinks": 2899,
  "yosys.cell_types.count": 81,
  "fin_crit_sh_pct": 24.4,
  "period_needed_ps": 40890,
  "status": "finished clean",
  "ir_drop_uv": 9.06,
  "place_area_um2": 209000,
  "drt_iter0_drc": 12073,
  "hold_buffers": 0,
  "r2r_slack_ps": 148820,
  "post_cts_buffers": 0,
  "worstPathMaxFanout": 54,
  "setup_viol": 0,
  "internal_power_mw": 1.23,
  "min_from": "u_core.state[4]$_DFF_PP0_",
  "overflow": 0,
  "holdPathStages": 0,
  "grt_pass1_vias": 148713,
  "path_common_cell": "buf_4"
}
==> cells in the mapped netlist (66+ instances only) <==
library cell     n
a211oi_1       102
a21o_1         196
a21oi_1        422
a31oi_1         70
and2_1         148
buf_1          123
buf_2          328
clkbuf_1       819
dfrtp_1        337
edfxtp_1      2560
fa_1           187
ha_1           419
inv_1          610
mux2_2         319
mux2i_1         85
mux4_2        2589
nand2_1        803
nand2b_1       193
nand3_1         90
nand4_1         66
nor2_1        1873
o21ai_0        567
xnor2_1        288
xor2_1          84
==> metal layers <==
metal | vias up | GRT usage [%] | part of all wire, %
met5 | - | 12.8 | 0.58
met1 | 69098 | 56.0 | 28
li1 | 55010 | - | -
met4 | 154 | 31.3 | 8.7
met2 | 13515 | 61.2 | 41
met3 | 2748 | 43.3 | 21
==> worst max path at each step <==
| stage | cells past startpoint | start | slack, ps | end |
|---|---|---|---|---|
| global route | 19 | target[251] | 126270 | found_hash[31]$_DFFE_PP0P_ |
| CTS | 19 | target[251] | 127010 | found_hash[31]$_DFFE_PP0P_ |
| finish | 19 | target[251] | 126920 | found_hash[30]$_DFFE_PP0P_ |
==> final cells by class <==
class	instances	area, µm²
Clock buffer	422	8940
Timing Repair Buffer	1628	15000
Tap cell	5038	6300
Multi-Input combinational cell	8955	99900
Antenna cell	103	258
Fill cell	29241	162000
Inverter	613	2320
Sequential cell	2899	85400
Clock inverter	196	2180
==> cells in the final DEF, fill, tap and decap left out, types with 101 or more instances in the layout <==
cell,n
mux4_2,2589
edfxtp_1,2560
nor2_1,1870
clkdlybuf4s50_1,1028
nand2_1,759
inv_1,607
buf_4,580
o21ai_0,556
a21oi_1,414
ha_1,413
clkbuf_16,343
dfrtp_1,328
mux2_2,318
xnor2_1,278
a21o_1,196
fa_1,187
and2_1,148
nand2b_1,134
diode_2,103
a211oi_1,101
==> worst reg2reg max path, delay by kind of cell, from the launching register on <==
kind	cells	cell delay, ps
simple gates	7	1480
mux	3	1150
compound gates	17	5270
buf+inv	11	4720
xor+xnor	4	720
fa+ha+maj	9	4530
flops	1	870
==> logic make-up after synthesis <==
group / Yosys count / synth area share (%)
adders and majority gates: 623 / 4.77
muxes: 2993 / 32.7
AOI/OAI and AO/OA: 1559 / 4.81
xor gates and xnor gates: 376 / 1.74
buffers and inverters: 1922 / 4.06
DFF: 2899 / 44.4
and+or+nand+nor: 3404 / 7.53
==> flip-flops by register name, summed over array words and instances, names as in the netlist <==
signal and count:
u_core.e 32, u_core.b 32, found_hash 256, busy 1, u_core.f 32, u_core.d 32, found_nonce 32, u_core.done 1
u_core.W 2048, u_core.h 32, u_core.c 32, u_core.a 32, u_core.g 32, u_core.hash 256, u_core.round 6, u_core.state 6
found 1, nonce 32, state 4
==> power by group through the flow <==
| stage | clock network (mW) | logic [mW] | registers, mW |
|---|---|---|---|
| finish | 0.757 | 0.0394 | 0.776 |
| CTS | 0.762 | 0.0390 | 0.776 |
| global route | 0.786 | 0.0421 | 0.776 |
Power and IR drop assume default switching activity.
