<file path="flow/run.sh">
#!/bin/bash
# OpenROAD 26Q1-2900-gdf79404cd8, Yosys 0.63+post, stock flow scripts
make -C /OpenROAD-flow-scripts/flow DESIGN_CONFIG=/design/flow/config.mk WORK_HOME=/design/flow/orfs finish
</file>
<file path="flow/config.mk">
export PLATFORM = sky130hd
export DESIGN_NAME = bitcoin_miner
export DESIGN_NICKNAME = bitcoin_miner
export VERILOG_FILES = /design/flow/design.v
export SDC_FILE = /design/flow/constraint.sdc
export NUM_CORES = 4
export LEC_CHECK = 1
export CORE_UTILIZATION = 30
</file>
<file path="flow/constraint.sdc">
current_design bitcoin_miner

set clk_period 320.5
set clk_io_pct 0.2

create_clock -name clk0 -period $clk_period [get_ports {clk}]

set non_clock_inputs [all_inputs -no_clocks]
set_input_delay [expr $clk_period * $clk_io_pct] -clock clk0 $non_clock_inputs
set_output_delay [expr $clk_period * $clk_io_pct] -clock clk0 [all_outputs]
</file>
<file path="flow/design.v">
`timescale 1ns/1ps
module bitcoin_miner (
    input  logic         clk,
    input  logic         rst,
    input  logic         start,           
    input  logic [511:0] block0,          
    input  logic [511:0] block1_tmpl,     
    input  logic [255:0] target,          
    output logic         busy,            
    output logic         found,           
    output logic [31:0]  found_nonce,
    output logic [255:0] found_hash
);
    logic         d_start;
    logic         d_done;
    logic [511:0] d_block0, d_block1;
    logic [255:0] d_hash2;
    sha256_double u_double (
        .clk   (clk),
        .rst   (rst),
        .start (d_start),
        .block0(d_block0),
        .block1(d_block1),
        .done  (d_done),
        .hash2 (d_hash2)
    );
    typedef enum logic [1:0] {
        M_IDLE,
        M_PREP,
        M_WAIT_HASH,
        M_CHECK
    } m_state_t;
    m_state_t state, next_state;
    logic [31:0] nonce;
    always_ff @(posedge clk or posedge rst) begin
        if (rst) begin
            state       <= M_IDLE;
            nonce       <= 32'd0;
            busy        <= 1'b0;
            found       <= 1'b0;
            found_nonce <= 32'd0;
            found_hash  <= 256'd0;
        end else begin
            state <= next_state;
            case (state)
                M_IDLE: begin
                    if (start) begin
                        nonce       <= 32'd0;
                        busy        <= 1'b1;
                        found       <= 1'b0;
                        found_nonce <= 32'd0;
                        found_hash  <= 256'd0;
                    end
                end
                M_CHECK: begin
                    if (d_hash2 <= target) begin
                        busy        <= 1'b0;
                        found       <= 1'b1;
                        found_nonce <= nonce;
                        found_hash  <= d_hash2;
                    end else begin
                        nonce <= nonce + 32'd1;
                    end
                end
                default: ;
            endcase
        end
    end
    always_comb begin
        next_state = state;
        d_start    = 1'b0;
        case (state)
            M_IDLE: begin
                if (start)
                    next_state = M_PREP;
            end
            M_PREP: begin
                d_start    = 1'b1;
                next_state = M_WAIT_HASH;
            end
            M_WAIT_HASH: begin
                if (d_done)
                    next_state = M_CHECK;
            end
            M_CHECK: begin
                if (d_hash2 <= target)
                    next_state = M_IDLE;       
                else
                    next_state = M_PREP;       
            end
            default: next_state = M_IDLE;
        endcase
    end
    assign d_block0 = block0;
    assign d_block1 = {block1_tmpl[511:32], nonce};
endmodule
module sha256_core (
    input  logic         clk,
    input  logic         rst,
    input  logic         start,
    input  logic [511:0] block,
    output logic         done,
    output logic [255:0] hash,
    input  logic         use_iv,       
    input  logic [255:0] iv_in         
);
    typedef enum logic [2:0] {
        IDLE, LOAD, INIT, ROUND, FINAL, DONE_STATE
    } state_t;
    state_t state, next_state;
    logic [5:0] round;
    logic [31:0] a,b,c,d,e,f,g,h;
    logic [31:0] iv_a,iv_b,iv_c,iv_d,iv_e,iv_f,iv_g,iv_h;
    logic [31:0] W [0:63];
    logic [31:0] T1, T2;
    logic [31:0] Wt;    
    logic [31:0] K [0:63];
    integer ki;
    initial begin
        K[ 0] = 32'h428a2f98; K[ 1] = 32'h71374491;
        K[ 2] = 32'hb5c0fbcf; K[ 3] = 32'he9b5dba5;
        K[ 4] = 32'h3956c25b; K[ 5] = 32'h59f111f1;
        K[ 6] = 32'h923f82a4; K[ 7] = 32'hab1c5ed5;
        K[ 8] = 32'hd807aa98; K[ 9] = 32'h12835b01;
        K[10] = 32'h243185be; K[11] = 32'h550c7dc3;
        K[12] = 32'h72be5d74; K[13] = 32'h80deb1fe;
        K[14] = 32'h9bdc06a7; K[15] = 32'hc19bf174;
        K[16] = 32'he49b69c1; K[17] = 32'hefbe4786;
        K[18] = 32'h0fc19dc6; K[19] = 32'h240ca1cc;
        K[20] = 32'h2de92c6f; K[21] = 32'h4a7484aa;
        K[22] = 32'h5cb0a9dc; K[23] = 32'h76f988da;
        K[24] = 32'h983e5152; K[25] = 32'ha831c66d;
        K[26] = 32'hb00327c8; K[27] = 32'hbf597fc7;
        K[28] = 32'hc6e00bf3; K[29] = 32'hd5a79147;
        K[30] = 32'h06ca6351; K[31] = 32'h14292967;
        K[32] = 32'h27b70a85; K[33] = 32'h2e1b2138;
        K[34] = 32'h4d2c6dfc; K[35] = 32'h53380d13;
        K[36] = 32'h650a7354; K[37] = 32'h766a0abb;
        K[38] = 32'h81c2c92e; K[39] = 32'h92722c85;
        K[40] = 32'ha2bfe8a1; K[41] = 32'ha81a664b;
        K[42] = 32'hc24b8b70; K[43] = 32'hc76c51a3;
        K[44] = 32'hd192e819; K[45] = 32'hd6990624;
        K[46] = 32'hf40e3585; K[47] = 32'h106aa070;
        K[48] = 32'h19a4c116; K[49] = 32'h1e376c08;
        K[50] = 32'h2748774c; K[51] = 32'h34b0bcb5;
        K[52] = 32'h391c0cb3; K[53] = 32'h4ed8aa4a;
        K[54] = 32'h5b9cca4f; K[55] = 32'h682e6ff3;
        K[56] = 32'h748f82ee; K[57] = 32'h78a5636f;
        K[58] = 32'h84c87814; K[59] = 32'h8cc70208;
        K[60] = 32'h90befffa; K[61] = 32'ha4506ceb;
        K[62] = 32'hbef9a3f7; K[63] = 32'hc67178f2;
    end
    function automatic logic [31:0] ROTR(input logic [31:0] x, input int n);
        ROTR = (x >> n) | (x << (32-n));
    endfunction
    function automatic logic [31:0] Ch (input logic [31:0] x,y,z);
        Ch = (x & y) ^ (~x & z);
    endfunction
    function automatic logic [31:0] Maj(input logic [31:0] x,y,z);
        Maj = (x & y) ^ (x & z) ^ (y & z);
    endfunction
    function automatic logic [31:0] SIG0(input logic [31:0] x);
        SIG0 = ROTR(x,2) ^ ROTR(x,13) ^ ROTR(x,22);
    endfunction
    function automatic logic [31:0] SIG1(input logic [31:0] x);
        SIG1 = ROTR(x,6) ^ ROTR(x,11) ^ ROTR(x,25);
    endfunction
    function automatic logic [31:0] sig0(input logic [31:0] x);
        sig0 = ROTR(x,7) ^ ROTR(x,18) ^ (x >> 3);
    endfunction
    function automatic logic [31:0] sig1(input logic [31:0] x);
        sig1 = ROTR(x,17) ^ ROTR(x,19) ^ (x >> 10);
    endfunction
    always_ff @(posedge clk or posedge rst) begin
        if (rst) begin
            state <= IDLE;
            round <= 0;
            done  <= 0;
            iv_a  <= 32'd0; iv_b <= 32'd0; iv_c <= 32'd0; iv_d <= 32'd0;
            iv_e  <= 32'd0; iv_f <= 32'd0; iv_g <= 32'd0; iv_h <= 32'd0;
        end else begin
            state <= next_state;
            if (state == ROUND)
                round <= round + 1;
            else
                round <= 0;
            done <= (state == DONE_STATE);
        end
    end
    always_comb begin
        next_state = state;
        case (state)
            IDLE:       if (start) next_state = LOAD;
            LOAD:       next_state = INIT;
            INIT:       next_state = ROUND;
            ROUND:      if (round == 63) next_state = FINAL;
            FINAL:      next_state = DONE_STATE;
            DONE_STATE: if (!start) next_state = IDLE;
        endcase
    end
    integer i;
    always_comb begin
        if (round < 16)
            Wt = W[round];
        else
            Wt = sig1(W[round-2]) + W[round-7]
               + sig0(W[round-15]) + W[round-16];
    end
    always_ff @(posedge clk) begin
        case (state)
            LOAD: begin
                for (i = 0; i < 16; i++)
                    W[i] <= block[511 - i*32 -: 32];
                for (i = 16; i < 64; i++)
                    W[i] <= 0;
            end
            INIT: begin
                if (use_iv) begin
                    {a,b,c,d,e,f,g,h}   <= iv_in;
                    {iv_a,iv_b,iv_c,iv_d,
                     iv_e,iv_f,iv_g,iv_h} <= iv_in;
                end else begin
                    a <= 32'h6a09e667; b <= 32'hbb67ae85;
                    c <= 32'h3c6ef372; d <= 32'ha54ff53a;
                    e <= 32'h510e527f; f <= 32'h9b05688c;
                    g <= 32'h1f83d9ab; h <= 32'h5be0cd19;
                    iv_a <= 32'h6a09e667; iv_b <= 32'hbb67ae85;
                    iv_c <= 32'h3c6ef372; iv_d <= 32'ha54ff53a;
                    iv_e <= 32'h510e527f; iv_f <= 32'h9b05688c;
                    iv_g <= 32'h1f83d9ab; iv_h <= 32'h5be0cd19;
                end
            end
            ROUND: begin
                if (round >= 16)
                    W[round] <= Wt;
                T1 = h + SIG1(e) + Ch(e,f,g) + K[round] + Wt;
                T2 = SIG0(a) + Maj(a,b,c);
                h <= g; g <= f; f <= e;
                e <= d + T1;
                d <= c; c <= b; b <= a;
                a <= T1 + T2;
            end
            FINAL: begin
                hash <= {
                    a + iv_a, b + iv_b,
                    c + iv_c, d + iv_d,
                    e + iv_e, f + iv_f,
                    g + iv_g, h + iv_h
                };
            end
        endcase
    end
endmodule
`timescale 1ns/1ps
module sha256_double (
    input  logic         clk,
    input  logic         rst,
    input  logic         start,       
    input  logic [511:0] block0,      
    input  logic [511:0] block1,      
    output logic         done,        
    output logic [255:0] hash2        
);
    typedef enum logic [2:0] {
        D_IDLE,
        D_START0,
        D_WAIT0,
        D_START1,
        D_WAIT1,
        D_START2,
        D_WAIT2
    } d_state_t;
    d_state_t state, next_state;
    logic         core_start;
    logic         core_done;
    logic [511:0] core_block;
    logic [255:0] core_hash;
    logic         core_use_iv;
    logic [255:0] core_iv_in;
    logic [511:0] blk0_reg, blk1_reg;
    logic [255:0] midstate;    
    logic [255:0] hash1;       
    sha256_core u_core (
        .clk   (clk),
        .rst   (rst),
        .start (core_start),
        .block (core_block),
        .done  (core_done),
        .hash  (core_hash),
        .use_iv(core_use_iv),
        .iv_in (core_iv_in)
    );
    always_ff @(posedge clk or posedge rst) begin
        if (rst) begin
            state    <= D_IDLE;
            blk0_reg <= 512'd0;
            blk1_reg <= 512'd0;
            midstate <= 256'd0;
            hash1    <= 256'd0;
            hash2    <= 256'd0;
            done     <= 1'b0;
        end else begin
            state <= next_state;
            done <= 1'b0;
            if (state == D_IDLE && start) begin
                blk0_reg <= block0;
                blk1_reg <= block1;
            end
            if (state == D_WAIT0 && core_done) begin
                midstate <= core_hash;
            end
            if (state == D_WAIT1 && core_done) begin
                hash1 <= core_hash;
            end
            if (state == D_WAIT2 && core_done) begin
                hash2 <= core_hash;
                done  <= 1'b1;
            end
        end
    end
    logic [511:0] block2;
    always_comb begin
        block2 = {
            hash1,                 
            32'h80000000,          
            32'd0, 32'd0, 32'd0,   
            32'd0, 32'd0, 32'd0,   
            32'd256                
        };
    end
    always_comb begin
        next_state   = state;
        core_start   = 1'b0;
        core_block   = 512'd0;
        core_use_iv  = 1'b0;
        core_iv_in   = 256'd0;
        case (state)
            D_IDLE: begin
                if (start)
                    next_state = D_START0;
            end
            D_START0: begin
                core_start  = 1'b1;
                core_block  = blk0_reg;
                core_use_iv = 1'b0;
                next_state  = D_WAIT0;
            end
            D_WAIT0: begin
                core_block  = blk0_reg;
                core_use_iv = 1'b0;
                if (core_done)
                    next_state = D_START1;
            end
            D_START1: begin
                core_start  = 1'b1;
                core_block  = blk1_reg;
                core_use_iv = 1'b1;
                core_iv_in  = midstate;
                next_state  = D_WAIT1;
            end
            D_WAIT1: begin
                core_block  = blk1_reg;
                core_use_iv = 1'b1;
                core_iv_in  = midstate;
                if (core_done)
                    next_state = D_START2;
            end
            D_START2: begin
                core_start  = 1'b1;
                core_block  = block2;
                core_use_iv = 1'b0;
                next_state  = D_WAIT2;
            end
            D_WAIT2: begin
                core_block  = block2;
                core_use_iv = 1'b0;
                if (core_done)
                    next_state = D_IDLE;
            end
            default: begin
                next_state = D_IDLE;
            end
        endcase
    end
endmodule
</file>
==> Implementation_results.wiki <==
== Run summary ==
{| class="wikitable"
! Metric !! Value
|-
| Part of the Yosys area used for sequential elements || between 50% and 60%
|-
| CP cell instances || clkdlybuf4s50_1 > inv_1 > ha_1 > nand4_1 > or4_1 > or4_1 > nor2_1 > buf_4 > and4_1 > buf_4 > o21ai_0 > a31oi_2 > buf_4 > o21ai_1 > or2_2 > nand2b_4 > buf_4 > buf_4 > buf_4 > buf_4 > a22o_1
|-
| Layout cell share with drive strength beyond 1 || roughly 29%
|-
| Post-cts resize count || 0
|-
| Routed wire length || 1280000 um
|-
| Area taken by flip-flops and latches || roughly 130000 um^2
|-
| Tool Warnings || about 110
|-
| Clock period minus final worst setup slack || 70820 ps
|-
| Fin cells || around 31000
|-
| Unrepaired setup endpoints after global routing || no
|-
| Gate count after technology mapping || 17934
|-
| Dominant register cell || sky130_fd_sc_hd__edfxtp_1
|-
| Clock root buffer || sky130_fd_sc_hd__clkbuf_16
|-
| Number of clock sinks || between 4000 and 5000
|-
| Initial Utilization || a little under a third
|-
| GR Overflow Total || 0
|-
| Netlist area before placement || 251000 um^2
|-
| Sw Pwr || approximately 290 uW
|-
| Clock insertion delay at the later pin of the skew report || 1190 ps
|-
| CTS H-Tree Depth || 6
|-
| Leakage || ~0.11 uW
|-
| Share of flip-flops with an asynchronous set or reset after synthesis || between 40% and 50%
|-
| Iteration-0 DRC Markers || about 17000
|-
| Vertical extent of the die || 917 um
|-
| Post-CTS setup buffer count || 0
|-
| Share of the clock period used by the worst path after layout || 22.1%
|-
| Count of final setup violators || 0
|-
| Avg WL per Cell || roughly 41 um
|-
| Vias per inst || 5.76
|-
| Maximum number of pins on one net before global-route repair || ~120
|-
| Maximum VDD drop || 0.00659 mV
|-
| Max cap viols || 0
|-
| Biggest cell delay along the critical path || roughly 650 ps
|-
| Relative contribution of combinational cells to total power || 2.2%
|-
| Peak fanout along the critical path || ~54
|-
| Ports placed on the boundary || approximately 1600
|-
| Finished Cell Area || 301000 um^2
|-
| Sum of negative setup slack || 0 ps
|-
| Number of global-route vias before repair || about 180k
|-
| HPWL reported at the end of detailed placement || a little under 1000000 um
|-
| Cell internal pwr || ~1000 uW
|-
| Post-Place Cell Area || ~280000 um^2
|-
| Number of buffer and inverter instances along the worst setup path || 9
|-
| Startpoint type of the worst setup path || input port
|-
| Nature of the critical path endpoint || flip-flop
|-
| Endpoint required time on the critical path || roughly 320000 ps
|-
| Hold bufs inserted after CTS || 0
|-
| Die outline width || 917 um
|-
| Post-detailed-route count of antenna-violating nets || 0
|-
| Count of instantiated cells in the yosys netlist || approximately 18000
|-
| Number of buffers inserted during clock tree synthesis || approximately 530
|-
| Most common logic cell in the routed design || sky130_fd_sc_hd__edfxtp_1
|-
| Worst hold-check path type || reg -> reg
|-
| Number of synthesis warnings || about 520
|-
| Most Frequent Cell on Critical Path || sky130_fd_sc_hd__buf_4
|-
| CP max-delay cell || sky130_fd_sc_hd__buf_4
|-
| Critical Path Stages || 21
|-
| Clock transition at the registers of the reported paths || 60 ps
|-
| Area overhead of the layout relative to synthesis || 19.9%
|-
| Net Sw Frac || 22.3%
|-
| Upper clock frequency limit || approximately 14 MHz
|-
| CP delay by family, top || buffers and inverters
|-
| Worst setup path category || in -> reg
|-
| Final count of pins violating max slew || 0
|-
| Final-layout worst hold slack || between 400 and 500 ps
|-
| First-pass GRT wire length || 1690000 um
|-
| Measured slew at the worst slew-check pin || about 1300 ps
|-
| Placeable Area || between 800000 and 900000 um^2
|-
| Cell count after placement || between 30000 and 40000
|-
| Number of flip-flops and latches in the synthesized netlist || 4699
|-
| Std cell rows || 335
|-
| DIE AREA || around 840000 um^2
|-
| Number of flops mapped to enable cells by yosys || 2560
|-
| First-pass DRT Iterations || 10
|-
| Port buffer count || between 1500 and 2000
|-
| Routed via count || around 180k
|-
| Highest-count cells in the layout ignoring fill and taps || 2560 x sky130_fd_sc_hd__edfxtp_1, 2127 x sky130_fd_sc_hd__dfrtp_1, 1848 x sky130_fd_sc_hd__mux2_2, 1757 x sky130_fd_sc_hd__mux4_2, 1741 x sky130_fd_sc_hd__nor2_1
|-
| Relative slew slack || ~11%
|-
| CTS tree || yes
|-
| Synthesized area per cell || roughly 14 um^2
|-
| Distinct cell type count of the synthesized netlist || between 80 and 90
|-
| Antenna violations before repair || about 250
|-
| Final weighted congestion of routability-driven global placement || 1.06
|-
| Area reported by Yosys stat || between 200000 and 300000 um^2
|-
| Number of design rule violations left after detail routing || 0
|-
| Final number of hold-violating endpoints || 0
|-
| Sequential group share of total power || 49.1%
|-
| Data arrival, critical path || 71870 ps
|-
| Largest register FFs || a little over 2000
|-
| Worst-case reg-to-reg path depth || around 64
|-
| Instance count along the most critical hold path || 0
|-
| Filler Cells Inserted || between 70000 and 80000
|-
| GRT Total Usage || about a third
|-
| Buffer levels on the longest clock path || 4
|-
| Power density of the placed cells || between 4 and 5 nW/um^2
|-
| Worst-case register-to-register setup slack || ~300000 ps
|-
| Run status || completed
|-
| Gate Area || around 110000 um^2
|-
| Clock Skew || roughly 130 ps
|-
| Fraction of power consumed by the clock network || approximately half
|}
## metal layers
metal	vias up	track usage [%]	wire (um)
met4	196	24.3	129000
met3	3001	21.6	204000
met5	-	4.03	4610
li1	72123	-	-
met2	12680	44.4	554000
met1	91805	33.0	386000
## cell type report
cell class	count	area share [%]
inverter	593	0.749
antenna	225	0.187
sequential	4699	43.3
clock buffer	712	4.91
multi-input combinational	11011	37.4
tap	11121	4.62
timing repair buffer	2604	7.88
clock inverter	247	0.942
## cell families after synthesis
family	after synthesis	synth area share, %
AND/OR/NAND/NOR	3194	5.23
adder cells (fa/ha/maj)	627	3.66
multiplexers	4383	27.2
XOR/XNOR	393	1.39
AND-OR/OR-AND	2414	6.90
flip-flops	4699	51.9
buffers and inverters	2224	3.72
## power groups by stage
| stage | Combinational [uW] | Clock (uW) | Sequential (uW) |
|---|---|---|---|
| 4_1_cts | 28.5 | 633 | 633 |
| 5_1_grt | 29.9 | 654 | 632 |
| 6_report | 28.1 | 628 | 633 |
## final timing paths
kind | start | endpoint
setup / recovery | target[122] | found_hash[36]$_DFFE_PP0P_
hold / removal | u_double.u_core.state[4]$_DFF_PP0_ | u_double.u_core.done$_DFF_PP0_
setup reg to reg | u_double.u_core.round[5]$_DFF_PP0_ | u_double.u_core.a[31]$_DFFE_PP_
hold reg to reg | u_double.u_core.state[4]$_DFF_PP0_ | u_double.u_core.done$_DFF_PP0_
max in group asynchronous | rst | u_double.hash1[33]$_DFFE_PP0P_
min in group asynchronous | rst | found_nonce[23]$_DFFE_PP0P_
## cells in the mapped netlist (88+ instances only)
| cell | number | area (um^2) |
|---|---|---|
| sky130_fd_sc_hd__edfxtp_1 | 2560 | 76900 |
| sky130_fd_sc_hd__inv_1 | 588 | 2210 |
| sky130_fd_sc_hd__dfrtp_1 | 2136 | 53500 |
| sky130_fd_sc_hd__buf_2 | 324 | 1620 |
| sky130_fd_sc_hd__a22o_1 | 290 | 2540 |
| sky130_fd_sc_hd__a222oi_1 | 257 | 2570 |
| sky130_fd_sc_hd__xnor2_1 | 290 | 2540 |
| sky130_fd_sc_hd__buf_1 | 125 | 469 |
| sky130_fd_sc_hd__mux4_2 | 1757 | 39600 |
| sky130_fd_sc_hd__mux2_2 | 1849 | 20800 |
| sky130_fd_sc_hd__o21ai_0 | 422 | 2110 |
| sky130_fd_sc_hd__clkbuf_1 | 1051 | 3950 |
| sky130_fd_sc_hd__fa_1 | 188 | 3760 |
| sky130_fd_sc_hd__nand2b_1 | 89 | 557 |
| sky130_fd_sc_hd__nand2_1 | 933 | 3500 |
| sky130_fd_sc_hd__xor2_1 | 100 | 876 |
| sky130_fd_sc_hd__nor2_1 | 1752 | 6580 |
| sky130_fd_sc_hd__ha_1 | 410 | 5130 |
| sky130_fd_sc_hd__nand3_1 | 88 | 440 |
| sky130_fd_sc_hd__a21o_1 | 192 | 1440 |
| sky130_fd_sc_hd__mux2i_1 | 772 | 7730 |
| sky130_fd_sc_hd__buf_4 | 108 | 811 |
| sky130_fd_sc_hd__a221oi_1 | 290 | 2540 |
| sky130_fd_sc_hd__a21oi_1 | 520 | 2600 |
## through the flow
stage | total power [uW] | setup WS, ps | util, %
2_1_floorplan | 652 | 195980 | -
3_3_place_gp | 673 | 248630 | 34.0
3_5_place_dp | 673 | 248640 | 34.0
4_1_cts | 1290 | 249790 | 36.1
5_1_grt | 1320 | 249520 | 36.1
6_report | 1290 | 249680 | 36.1
Power is estimated from default activity; no workload was simulated.
